==> ./design.v <==
`timescale 1ns / 1ps
module OV7670_config
#(
    parameter CLK_FREQ = 25000000
)
(
    input wire clk,
    input wire SCCB_interface_ready,
    input wire [15:0] rom_data,
    input wire start,
    output reg [7:0] rom_addr,
    output reg done,
    output reg [7:0] SCCB_interface_addr,
    output reg [7:0] SCCB_interface_data,
    output reg SCCB_interface_start
    );
    initial begin
        rom_addr = 0;
        done = 0;
        SCCB_interface_addr = 0;
        SCCB_interface_data = 0;
        SCCB_interface_start = 0;
    end
    localparam FSM_IDLE = 0;
    localparam FSM_SEND_CMD = 1;
    localparam FSM_DONE = 2;
    localparam FSM_TIMER = 3;
    reg [2:0] FSM_state = FSM_IDLE;
    reg [2:0] FSM_return_state;
    reg [31:0] timer = 0; 
    always@(posedge clk) begin
        case(FSM_state)
            FSM_IDLE: begin 
                FSM_state <= start ? FSM_SEND_CMD : FSM_IDLE;
                rom_addr <= 0;
                done <= start ? 0 : done;
            end
            FSM_SEND_CMD: begin 
                case(rom_data)
                    16'hFFFF: begin  
                        FSM_state <= FSM_DONE;
                    end
                    16'hFFF0: begin  
                        timer <= (CLK_FREQ/100);  
                        FSM_state <= FSM_TIMER;
                        FSM_return_state <= FSM_SEND_CMD;
                        rom_addr <= rom_addr + 1;
                    end
                    default: begin  
                        if (SCCB_interface_ready) begin
                            FSM_state <= FSM_TIMER;
                            FSM_return_state <= FSM_SEND_CMD;
                            timer <= 0;  
                            rom_addr <= rom_addr + 1;
                            SCCB_interface_addr <= rom_data[15:8];
                            SCCB_interface_data <= rom_data[7:0];
                            SCCB_interface_start <= 1;
                        end
                    end
                endcase
            end
            FSM_DONE: begin  
                FSM_state <= FSM_IDLE;
                done <= 1;
            end
            FSM_TIMER: begin  
                FSM_state <= (timer == 0) ? FSM_return_state : FSM_TIMER;
                timer <= (timer==0) ? 0 : timer - 1;
                SCCB_interface_start <= 0;
            end
        endcase
    end
endmodule
`timescale 1ns / 1ps
module OV7670_config_rom(
    input wire clk,
    input wire [7:0] addr,
    output reg [15:0] dout
    );
    always @(posedge clk) begin
    case(addr) 
    0:  dout <= 16'h12_80;  
    1:  dout <= 16'hFF_F0;  
    2:  dout <= 16'h12_04;  
    3:  dout <= 16'h11_80;  
    4:  dout <= 16'h0C_00;  
    5:  dout <= 16'h3E_00;  
    6:  dout <= 16'h04_00;  
    7:  dout <= 16'h40_d0;  
    8:  dout <= 16'h3a_04;  
    9:  dout <= 16'h14_18;  
    10: dout <= 16'h4F_B3;  
    11: dout <= 16'h50_B3;  
    12: dout <= 16'h51_00;  
    13: dout <= 16'h52_3d;  
    14: dout <= 16'h53_A7;  
    15: dout <= 16'h54_E4;  
    16: dout <= 16'h58_9E;  
    17: dout <= 16'h3D_C0;  
    18: dout <= 16'h17_14;  
    19: dout <= 16'h18_02;  
    20: dout <= 16'h32_80;  
    21: dout <= 16'h19_03;  
    22: dout <= 16'h1A_7B;  
    23: dout <= 16'h03_0A;  
    24: dout <= 16'h0F_41;  
    25: dout <= 16'h1E_00;  
    26: dout <= 16'h33_0B;  
    27: dout <= 16'h3C_78;  
    28: dout <= 16'h69_00;  
    29: dout <= 16'h74_00;  
    30: dout <= 16'hB0_84;  
    31: dout <= 16'hB1_0c;  
    32: dout <= 16'hB2_0e;  
    33: dout <= 16'hB3_80;  
    34: dout <= 16'h70_3a;
    35: dout <= 16'h71_35;
    36: dout <= 16'h72_11;
    37: dout <= 16'h73_f0;
    38: dout <= 16'ha2_02;
    39: dout <= 16'h7a_20;
    40: dout <= 16'h7b_10;
    41: dout <= 16'h7c_1e;
    42: dout <= 16'h7d_35;
    43: dout <= 16'h7e_5a;
    44: dout <= 16'h7f_69;
    45: dout <= 16'h80_76;
    46: dout <= 16'h81_80;
    47: dout <= 16'h82_88;
    48: dout <= 16'h83_8f;
    49: dout <= 16'h84_96;
    50: dout <= 16'h85_a3;
    51: dout <= 16'h86_af;
    52: dout <= 16'h87_c4;
    53: dout <= 16'h88_d7;
    54: dout <= 16'h13_e0;  
    55: dout <= 16'h00_00;  
    56: dout <= 16'h10_00;  
    57: dout <= 16'h0d_40;  
    58: dout <= 16'h14_18;  
    59: dout <= 16'ha5_05;  
    60: dout <= 16'hab_07;  
    61: dout <= 16'h24_95;  
    62: dout <= 16'h25_33;  
    63: dout <= 16'h26_e3;  
    64: dout <= 16'h9f_78;  
    65: dout <= 16'ha0_68;  
    66: dout <= 16'ha1_03;  
    67: dout <= 16'ha6_d8;  
    68: dout <= 16'ha7_d8;  
    69: dout <= 16'ha8_f0;  
    70: dout <= 16'ha9_90;  
    71: dout <= 16'haa_94;  
    72: dout <= 16'h13_e5;  
    default: dout <= 16'hFF_FF;          
    endcase
    end
endmodule
`timescale 1ns / 1ps
module SCCB_interface
#(
    parameter CLK_FREQ = 25000000,
    parameter SCCB_FREQ = 100000
)
(
    input wire clk,
    input wire start,
    input wire [7:0] address,
    input wire [7:0] data,
    output reg ready,
    output reg SIOC_oe,
    output reg SIOD_oe
    );
    localparam CAMERA_ADDR = 8'h42;
    localparam FSM_IDLE = 0;
    localparam FSM_START_SIGNAL = 1;
    localparam FSM_LOAD_BYTE = 2;
    localparam FSM_TX_BYTE_1 = 3;
    localparam FSM_TX_BYTE_2 = 4;
    localparam FSM_TX_BYTE_3 = 5;
    localparam FSM_TX_BYTE_4 = 6;
    localparam FSM_END_SIGNAL_1 = 7;
    localparam FSM_END_SIGNAL_2 = 8;
    localparam FSM_END_SIGNAL_3 = 9;
    localparam FSM_END_SIGNAL_4 = 10;
    localparam FSM_DONE = 11;
    localparam FSM_TIMER = 12;
    initial begin 
        SIOC_oe = 0;
        SIOD_oe = 0;
        ready = 1;
    end
    reg [3:0] FSM_state = 0;
    reg [3:0] FSM_return_state = 0;
    reg [31:0] timer = 0;
    reg [7:0] latched_address;
    reg [7:0] latched_data; 
    reg [1:0] byte_counter = 0;
    reg [7:0] tx_byte = 0;
    reg [3:0] byte_index = 0;
    always@(posedge clk) begin
        case(FSM_state) 
            FSM_IDLE: begin
                byte_index <= 0;
                byte_counter <= 0;
                if (start) begin 
                    FSM_state <= FSM_START_SIGNAL;
                    latched_address <= address;
                    latched_data <= data;
                    ready <= 0;
                end
                else begin
                    ready <= 1;
                end
            end
            FSM_START_SIGNAL: begin  
                FSM_state <= FSM_TIMER;
                FSM_return_state <= FSM_LOAD_BYTE;
                timer <= (CLK_FREQ/(4*SCCB_FREQ));
                SIOC_oe <= 0;
                SIOD_oe <= 1;
            end
            FSM_LOAD_BYTE: begin  
                FSM_state <= (byte_counter == 3) ? FSM_END_SIGNAL_1 : FSM_TX_BYTE_1;
                byte_counter <= byte_counter + 1;
                byte_index <= 0;  
                case(byte_counter)
                    0: tx_byte <= CAMERA_ADDR;
                    1: tx_byte <= latched_address;
                    2: tx_byte <= latched_data;
                    default: tx_byte <= latched_data;
                endcase
            end
            FSM_TX_BYTE_1: begin  
                FSM_state <= FSM_TIMER;
                FSM_return_state <= FSM_TX_BYTE_2;
                timer <= (CLK_FREQ/(4*SCCB_FREQ));
                SIOC_oe <= 1; 
            end
            FSM_TX_BYTE_2: begin  
                FSM_state <= FSM_TIMER;
                FSM_return_state <= FSM_TX_BYTE_3;
                timer <= (CLK_FREQ/(4*SCCB_FREQ));  
                SIOD_oe <= (byte_index == 8) ? 0 : ~tx_byte[7];  
            end
            FSM_TX_BYTE_3: begin  
                FSM_state <= FSM_TIMER;
                FSM_return_state <= FSM_TX_BYTE_4;
                timer <= (CLK_FREQ/(2*SCCB_FREQ));
                SIOC_oe <= 0;  
            end
            FSM_TX_BYTE_4: begin  
                FSM_state <= (byte_index == 8) ? FSM_LOAD_BYTE : FSM_TX_BYTE_1;
                tx_byte <= tx_byte<<1;  
                byte_index <= byte_index + 1;
            end
            FSM_END_SIGNAL_1: begin  
                FSM_state <= FSM_TIMER;
                FSM_return_state <= FSM_END_SIGNAL_2;
                timer <= (CLK_FREQ/(4*SCCB_FREQ));
                SIOC_oe <= 1;
            end
            FSM_END_SIGNAL_2: begin  
                FSM_state <= FSM_TIMER;
                FSM_return_state <= FSM_END_SIGNAL_3;
                timer <= (CLK_FREQ/(4*SCCB_FREQ));
                SIOD_oe <= 1;
            end
            FSM_END_SIGNAL_3: begin  
                FSM_state <= FSM_TIMER;
                FSM_return_state <= FSM_END_SIGNAL_4;
                timer <= (CLK_FREQ/(4*SCCB_FREQ));
                SIOC_oe <= 0;
            end
            FSM_END_SIGNAL_4: begin  
                FSM_state <= FSM_TIMER;
                FSM_return_state <= FSM_DONE;
                timer <= (CLK_FREQ/(4*SCCB_FREQ));
                SIOD_oe <= 0;
            end
            FSM_DONE: begin  
                FSM_state <= FSM_TIMER;
                FSM_return_state <= FSM_IDLE;
                timer <= (2*CLK_FREQ/(SCCB_FREQ));
                byte_counter <= 0;
            end
            FSM_TIMER: begin  
                FSM_state <= (timer == 0) ? FSM_return_state : FSM_TIMER;
                timer <= (timer==0) ? 0 : timer - 1;
            end
        endcase
    end
endmodule
`timescale 1ns / 1ps
module camera_configure
    #(
    parameter CLK_FREQ=25000000
    )
    (
    input wire clk,
    input wire start,
    output wire sioc,
    output wire siod,
    output wire done
    );
    wire [7:0] rom_addr;
    wire [15:0] rom_dout;
    wire [7:0] SCCB_addr;
    wire [7:0] SCCB_data;
    wire SCCB_start;
    wire SCCB_ready;
    wire SCCB_SIOC_oe;
    wire SCCB_SIOD_oe;
    assign sioc = SCCB_SIOC_oe ? 1'b0 : 1'bZ;
    assign siod = SCCB_SIOD_oe ? 1'b0 : 1'bZ;
    OV7670_config_rom rom1(
        .clk(clk),
        .addr(rom_addr),
        .dout(rom_dout)
        );
    OV7670_config #(.CLK_FREQ(CLK_FREQ)) config_1(
        .clk(clk),
        .SCCB_interface_ready(SCCB_ready),
        .rom_data(rom_dout),
        .start(start),
        .rom_addr(rom_addr),
        .done(done),
        .SCCB_interface_addr(SCCB_addr),
        .SCCB_interface_data(SCCB_data),
        .SCCB_interface_start(SCCB_start)
        );
    SCCB_interface #( .CLK_FREQ(CLK_FREQ)) SCCB1(
        .clk(clk),
        .start(SCCB_start),
        .address(SCCB_addr),
        .data(SCCB_data),
        .ready(SCCB_ready),
        .SIOC_oe(SCCB_SIOC_oe),
        .SIOD_oe(SCCB_SIOD_oe)
        );
endmodule
==> ./run.sh <==
#!/bin/bash
# OpenROAD 26Q1-2900-gdf79404cd8, Yosys 0.63+post, stock flow scripts
make -C /OpenROAD-flow-scripts/flow DESIGN_CONFIG=/design/flow/config.mk WORK_HOME=/design/flow/orfs finish
==> ./config.mk <==
export PLATFORM = sky130hd
export DESIGN_NAME = camera_configure
export DESIGN_NICKNAME = camera_configure
export VERILOG_FILES = /design/flow/design.v
export SDC_FILE = /design/flow/constraint.sdc
export NUM_CORES = 4
export LEC_CHECK = 1
export CORE_UTILIZATION = 40
==> ./constraint.sdc <==
current_design camera_configure

set clk_period 8.3
set clk_io_pct 0.2

create_clock -name clk0 -period $clk_period [get_ports {clk}]

set non_clock_inputs [all_inputs -no_clocks]
set_input_delay [expr $clk_period * $clk_io_pct] -clock clk0 $non_clock_inputs
set_output_delay [expr $clk_period * $clk_io_pct] -clock clk0 [all_outputs]
==> impl_metrics.py <==
# Metrics from the implementation run
metrics = {
    "yosys": {
        "syn-cell-area_mm2": 0.007084,
        "synth-edff-count": 91,
        "ys.warnings.count": 5,
        "synth.distinct_cells": 67,
        "synth_flop_count": 107,
        "syn_area_per_cell_um2": 9.025,
        "xor_area_frac": 0.06552,
        "syn_inst": 785,
        "simple_gate_area_frac": 0.2317,
        "ys_area_mm2": 0.007084,
        "topCombFamilyByArea": "simple AND/OR/NAND/NOR gates",
        "yosysCellCount": 785,
        "yosys.stat.seqShare": 0.4309,
        "compound_area_frac": 0.1574,
        "async_flop_share": 0,
        "ff_type": "edfxtp_1",
        "ys_sh_adder": 0.04415,
        "ys_sh_mux": 0.02420,
    },
    "floorplan": {
        "fp-row-count": 48,
        "core_area_mm2": 0.01730,
        "die-area_mm2": 0.01825,
        "die_h_um": 135.1,
        "num_io_pins": 5,
        "fp.dieW_um": 135.1,
        "initial_core_util": 0.4096,
    },
    "power": {
        "combPwrFrac": 0.331,
        "power_w": 0.001926,
        "ir_drop_uv": 136.5,
        "switching_share": 0.3683,
        "p_int_w": 0.001217,
        "power.share.sequential": 0.449,
        "p_clk_frac": 0.221,
        "powerDensity_mw_per_mm2": 255.3,
        "p_switching_w": 0.0007095,
        "p_leak_nw": 2.689,
    },
    "clocking": {
        "cts_buffers": 9,
        "root_buffer": "clkbuf_16",
        "path_clk_slew_ns": 0.07,
        "clk-insertion-delay-late_ns": 0.35,
        "cts_tree": "yes",
        "ctsHoldBuffers": 0,
        "clock_path_buffers": 2,
        "cts_resized": 0,
        "cts_sinks": 107,
        "h-tree-depth": 3,
        "cts_setup_buffers": 0,
    },
    "setup_path": {
        "cp_max_fo": 19,
        "path_class": "flop to flop",
        "startpoint_type": "flop",
        "required_ns": 8.37,
        "critPathArrivalTime_ns": 3.89,
        "critPathCaptureType": "flop",
    },
    "detailed_routing": {
        "routed_wl_um": 16870,
        "vias": 5887,
        "ant_nets": 0,
        "drt_iter0_drc": 704,
        "wl_per_cell_um": 17.11,
        "drc_errors": 0,
        "via_per_inst": 5.971,
        "drt_pass1_iterations": 5,
        "antenna-diode-count": 0,
    },
    "global_routing": {
        "grt_overflow": 0,
        "grt_pass1_vias": 5511,
        "grt_max_degree": 69,
        "track_usage": 0.1986,
        "grt_pass1_wl_um": 27970,
        "antenna_found_initial": 0,
    },
    "final_layout": {
        "synthToLayoutAreaGrowth_pct": 6.500,
        "multiInputGateArea_mm2": 0.003720,
        "lay_top_count": "nor2_1",
        "drive_gt1_frac": 0.05519,
        "final_cell_mix": "115 x nor2_1, 91 x edfxtp_1, 50 x o21ai_0, 49 x nand2_1, 49 x a21oi_1",
        "regArea_mm2": 0.003053,
        "fillers": 1625,
    },
    "final_timing": {
        "fmax_mhz": 261.4,
        "drv_slew": 0,
        "period_needed_ns": 3.825,
        "holdWs_ns": 0.5425,
        "setup_viol": 0,
        "final-hold-violation-count": 0,
        "setup_tns_ns": 0,
        "relSlewSlack": 0.4089,
        "clock_skew_ns": 0.007026,
        "rsz0062_at_grt": "no",
        "worstMarginPinSlew_ns": 0.8793,
        "finalClockPeriodUsage": 0.4609,
    },
    "run_status": {
        "status": "finished, final reports clean",
    },
    "placement": {
        "gp_congestion": 0.9680,
        "port_buffers": 2,
        "hpwlAfterDp_um": 11290,
    },
    "worst_hold_path": {
        "hold_class": "flop to flop",
    },
    "flow_run": {
        "maxCapViolCount": 0,
        "warning_count": 42,
    },
}
path summary, 6_finish.rpt:
| kind | from | endpoint | slack [ns] | depth (start not counted) |
|---|---|---|---|---|
| worst max-delay path | SCCB1.timer[0] | SCCB1.timer[8] | 4.47 | 7 |
| worst min-delay path | SCCB1.FSM_return_state[0] | SCCB1.FSM_state[0] | 0.54 | 2 |
| worst max register to register | SCCB1.timer[0] | SCCB1.timer[8] | 4.47 | 7 |
| worst min register to register | SCCB1.FSM_return_state[0] | SCCB1.FSM_state[0] | 0.54 | 2 |
power by group through the flow:
| stage | sequential [W] | clock, W | combinational, W |
|---|---|---|---|
| CTS | 0.000863 | 0.000434 | 0.000630 |
| global route | 0.000881 | 0.000454 | 0.000706 |
| finish | 0.000864 | 0.000425 | 0.000637 |
metal layers:
| layer | track usage | vias to the layer above | routed length [µm] |
|---|---|---|---|
| met5 | 0 | - | 0 |
| met4 | 0.03433 | 0 | 308 |
| li1 | - | 2845 | - |
| met1 | 0.3172 | 2770 | 7786 |
| met3 | 0.04751 | 25 | 1442 |
| met2 | 0.2883 | 247 | 7336 |
stage by stage:
stage | setup slack (ns) | util | area, µm² | instances
floorplan | 4.535 | - | 7088 | 786
global placement | 4.604 | 0.4192 | 7251 | 970
detailed placement | 4.442 | 0.4192 | 7251 | 970
CTS | 4.467 | 0.4362 | 7545 | 986
global route | 4.106 | 0.4362 | 7545 | 986
finish | 4.475 | 0.4362 | 7545 | 986
critical path, cell delays in order, from the launching register on:
cell and delay [ns]:
edfxtp_1 0.43, inv_1 0.12, ha_1 0.18, or3b_2 0.51
nand4b_1 0.55, nor4_2 0.92, nand2b_1 0.65, o21ai_0 0.19
registers in the layout, summed over array words and instances (netlist names):
register	flops
config_1.done	1
config_1.timer	32
config_1.rom_addr	8
config_1.FSM_state	2
rom1.dout	16
SCCB1.timer	32
SCCB1.FSM_return_state	4
SCCB1.FSM_state	4
config_1.SCCB_interface_start	1
SCCB1.byte_counter	2
SCCB1.byte_index	4
SCCB1.ready	1
synthesized netlist by cell type (6+ instances only):
library cell	instances	share of area
a211oi_1	6	0.0064
a21oi_1	49	0.035
a31oi_1	6	0.0053
clkbuf_1	41	0.022
dfxtp_1	16	0.045
edfxtp_1	91	0.39
ha_1	25	0.044
inv_1	24	0.013
mux2i_1	7	0.0099
nand2_1	49	0.026
nand2b_1	12	0.011
nand3_1	19	0.013
nand4_1	10	0.0088
nor2_1	115	0.061
nor2b_1	11	0.0097
nor3_1	34	0.024
nor4_1	29	0.026
o211ai_1	13	0.014
o21ai_0	50	0.035
o311ai_0	7	0.0087
o31ai_1	8	0.0085
or3_1	15	0.013
or4_1	8	0.0085
xnor2_1	46	0.057
xor2_1	7	0.0087
logic make-up (layout without fill, tap and decap cells):
kind of cell / after synthesis / in the layout
adder cells (fa/ha/maj): 25 / 25
flip-flops: 107 / 107
AND/OR/NAND/NOR: 330 / 330
multiplexers: 13 / 13
XOR/XNOR: 53 / 53
AND-OR/OR-AND: 176 / 176
buffers and inverters: 80 / 55
other: 1 / 2
layout make-up:
cell class              instances  share of cell area
well taps                     225             0.03731
clock inverters                 7            0.009121
multi-input cells             599              0.4930
flip-flops and latches        107              0.4046
inverters                      27             0.01343
clock buffers                   9             0.02985
repair buffers                 12             0.01260
Power is estimated from default activity; no workload was simulated.

==> flow/design.v <==
`timescale 1ns / 1ps
module vga(input clk25,
	       output [3:0] vga_red,
	       output [3:0] vga_green,
           output [3:0] vga_blue,
           output vga_hsync,
           output vga_vsync,
           output [18:0] frame_addr,
           input [11:0] frame_pixel); 
	parameter hRez = 640;
	parameter hStartSync = 640+16;
	parameter hEndSync = 640+16+96;
	parameter hMaxCount = 800;
	parameter vRez = 480;
	parameter vStartSync = 480+10;
	parameter vEndSync = 480+10+2;
	parameter vMaxCount = 480+10+2+33;
	parameter hsync_active = 0;
	parameter vsync_active = 0;
	reg [9:0] hCounter = {10{1'b0}};
	reg [9:0] vCounter = {10{1'b0}};
	reg [18:0] address = {19{1'b0}};
	reg [18:0] address_temp = {19{1'b0}};
	reg blank = 1;
	reg [3:0] vga_red_temp;
	reg [3:0] vga_blue_temp;
	reg [3:0] vga_green_temp;
	reg vga_hsync_temp;
	reg vga_vsync_temp;
	always @(posedge clk25)
		begin
			if (hCounter == hMaxCount-1)
				begin
					hCounter <= {10{1'b0}};
					if(vCounter == vMaxCount-1)
						begin
							vCounter <= {10{1'b0}};
						end
                    else 
                        begin
                            vCounter <= vCounter+1;
                        end
				end
			else 
				begin
					hCounter <= hCounter+1;
				end	
			if(blank == 0)
				begin
					vga_red_temp   <= frame_pixel[11:8];
					vga_green_temp <= frame_pixel[7:4];
					vga_blue_temp  <= frame_pixel[3:0];
				end
			else
				begin
					vga_red_temp   <= {4{1'b0}};
					vga_green_temp <= {4{1'b0}};
					vga_blue_temp <= {4{1'b0}};
				end
			if(vCounter >= vRez)
				begin
					address <= {19{1'b0}};
					blank <= 1;
				end
			else
				begin
					if(hCounter < 640)
						begin
							blank <= 0;
							address <= address+1'b1;
						end
					else
						begin
							blank <= 1;
						end
				end
			if(hCounter > hStartSync && hCounter <= hEndSync)
				begin
					vga_hsync_temp <= hsync_active;
				end
			else
				begin
					vga_hsync_temp <= !hsync_active;
				end
			if(vCounter >= vStartSync && vCounter < vEndSync)
				begin
					vga_vsync_temp <= vsync_active;
				end
			else
				begin
					vga_vsync_temp <= !vsync_active;
				end
		end
	assign frame_addr = address;
	assign vga_red = vga_red_temp;
	assign vga_blue = vga_blue_temp;
	assign vga_green = vga_green_temp;
	assign vga_hsync = vga_hsync_temp;
	assign vga_vsync = vga_vsync_temp;
endmodule
==> flow/run.sh <==
#!/bin/bash
# OpenROAD 26Q1-2900-gdf79404cd8, Yosys 0.63+post, stock flow scripts
make -C /OpenROAD-flow-scripts/flow DESIGN_CONFIG=/design/flow/config.mk WORK_HOME=/design/flow/orfs finish
==> flow/config.mk <==
export PLATFORM = sky130hd
export DESIGN_NAME = vga
export DESIGN_NICKNAME = vga
export VERILOG_FILES = /design/flow/design.v
export SDC_FILE = /design/flow/constraint.sdc
export NUM_CORES = 4
export LEC_CHECK = 1
export CORE_UTILIZATION = 40
==> flow/constraint.sdc <==
current_design vga

set clk_period 3.8
set clk_io_pct 0.2

create_clock -name clk0 -period $clk_period [get_ports {clk25}]

set non_clock_inputs [all_inputs -no_clocks]
set_input_delay [expr $clk_period * $clk_io_pct] -clock clk0 $non_clock_inputs
set_output_delay [expr $clk_period * $clk_io_pct] -clock clk0 [all_outputs]
==> results.ini <==
[setup_path]
r2r_start = hCounter[0]$_SDFF_PN0_
critPathSlowestCell = clkdlybuf4s50_1
ff2ff_path_depth = 4
path_cells = clkdlybuf4s50_1
crit_fanout = 7
worst_path_largest_cell_delay_ns = 0.51
rr_endpoint = vCounter[2]$_SDFFCE_PN0N_
end_kind = output pin
r2r_setup_slack_ns = 1.83
crit_type = reg2out
required_ns = 3.04
crit_family = buffers and inverters
cp.arrival_ns = 1.28
critPathBufInv = 1
cp-start-kind = flip-flop

[sta]
max_slew_margin_pct = 44.71
finalCritPeriodShare_pct = 53.70
worst_pin_slew_ns = 0.8217
grt_setup_unrepaired = false
setup_viol = 0
fin_skew_ns = 0.005522
fin_setup_tns_ns = 0
holdWs_ns = 0.4821
period_needed_ns = 2.041
maxSlewViolCount = 0
fmax_ghz = 0.4900
finalHoldViolations = 0

[global_routing]
grt_pass1_vias = 1555
grt_pass1_wl_um = 6989
grt_max_degree = 20
antenna_found_initial = 0
grt-ovfl-total = 0
track_usage_pct = 14.81

[clock_tree]
cts_resized = 0
h-tree-depth = 2
postCtsSetupBuffers = 0
cts.sinks = 54
cts_buffers = 5
clk_latency_ns = 0.30
cts_tree = done
clk_pin_slew_ns = 0.09
cts.path.max_buffers = 2
root_buffer = clkbuf_8
hold_buffers = 0

[synth]
synth_warnings = 1
yosysTopAreaCell = dfxtp_1
top_area_share_pct = 39.71
syn_inst = 223
top_cells_by_area = dfxtp_1, edfxtp_1, xnor2_1
ys_async_sr_fraction_pct = 0
postSynthSeqShare_pct = 53.24
syn_area_um2 = 2218
yosys_cells = 223
flop_cell = dfxtp_1
edf_count = 10
yosysUniqueCellTypes = 35
yosys_area_um2 = 2218
synth_area_per_cell_um2 = 9.948
ys_seq_elements = 54

[route]
drcViolationCount = 0
wirelength_um = 4002
antenna_left = 0
vias = 1703
viasPerCell = 4.994
wl_per_cell_um = 11.74
drt_iter0_drc = 61
first_pass_iters = 4
antennaDiodeCount = 0

[power]
power_density_nw_per_um2 = 346.0
power_frac_clock_pct = 37.8
power_switching_mw = 0.1839
ir_drop_uv = 242.6
power_frac_seq_pct = 59.5
switching_share_pct = 18.60
p_int_mw = 0.8045
leakage_nw = 1.041
p_comb_share_pct = 2.7

[min_path]
hold_path_class = reg2reg
hold_depth = 1
hp-start = hCounter[7]$_SDFF_PN0_
hold_end = vga_hsync_temp$_DFF_P_

[layout]
stdcell_count = 341
final_util_pct = 54.54
fill_cells = 479
final_common_cell = clkdlybuf4s50_1
regArea_um2 = 1181
final_area_um2 = 2856
layout_top_cells = clkdlybuf4s50_1, dfxtp_1, nor2_1
drive_above_1_share_pct = 5.535
mi_logic_area_um2 = 998.5
syn_to_final_growth_pct = 28.76

[floorplanning]
die_h_um = 76.47
num_rows = 26
io_pins = 46
dieWidth_um = 76.47
fp.coreArea_um2 = 5238
dieArea_um2 = 5848
fp_util_pct = 42.36

[run_status]
outcome = finished clean

[place]
dpl_cell_area_um2 = 2748
hpwl_um = 2756
gp_congestion = 0.7967
placed_cells = 333
portBuffers = 45

[job]
warning_count = 27
cap_violations = 0

cells by family (layout without fill, tap and decap cells):
family          after synthesis  in the layout  share of synthesized area (%)
buf+inv                      12             60                          2.030
xor+xnor                     26             26                          10.27
simple gates                104            104                          25.55
fa+ha+maj                     5              5                          2.820
flops                        54             54                          53.24
compound gates               22             22                          6.091
through the flow:
step / power (mW) / worst slack, ns
after floorplan: 0.6037 / 1.164
after global placement: 0.6281 / 1.915
after detailed placement: 0.6283 / 1.865
after CTS: 1.004 / 1.735
after global routing: 1.029 / 1.672
final: 0.9884 / 1.759
power by group through the flow:
stage | Sequential (mW) | Combinational (mW) | Clock, mW
6_report | 0.588 | 0.0267 | 0.374
4_1_cts | 0.588 | 0.0271 | 0.389
5_1_grt | 0.589 | 0.0290 | 0.411
worst reg2reg max path: cells and delay by family, from the launching register on:
kind | cells | cell delay (ns)
adder cells (fa/ha/maj) | 1 | 0.23
buffers and inverters | 1 | 0.30
flip-flops | 1 | 0.40
AND/OR/NAND/NOR | 2 | 0.76
worst max-delay path by stage:
stage                               startpoint  depth (start not counted)        endpoint  slack (ns)
final                 address[11]$_SDFFE_PP0N_                          1  frame_addr[11]        1.76
after CTS             address[11]$_SDFFE_PP0N_                          1  frame_addr[11]        1.73
after global routing  address[11]$_SDFFE_PP0N_                          1  frame_addr[11]        1.67
synth_stat cells (6+ instances only):
library cell / count
nor4_1: 6
o21ai_0: 7
edfxtp_1: 10
nand2_1: 14
xor2_1: 8
nand4_1: 10
xnor2_1: 18
nor2b_1: 14
nor2_1: 26
a21oi_1: 7
inv_1: 6
dfxtp_1: 44
nand3_1: 11
area by class of cell:
| cell class | instances | share of cell area (%) |
|---|---|---|
| clock inverters | 3 | 1.402 |
| well taps | 70 | 3.066 |
| multi-input cells | 157 | 34.95 |
| clock buffers | 5 | 2.409 |
| flip-flops and latches | 54 | 41.35 |
| inverters | 6 | 0.7884 |
| repair buffers | 46 | 16.03 |
registers in the layout, indices dropped and copies added (netlist names):
signal and cells:
address 19, blank 1, hCounter 10, vCounter 10
vga_blue_temp 4, vga_green_temp 4, vga_hsync_temp 1, vga_red_temp 4
vga_vsync_temp 1
routing by layer:
metal / vias up / track usage, % / share of wire (%)
li1: 875 / - / -
met1: 773 / 22.61 / 51
met2: 49 / 22.88 / 41
met3: 6 / 3.406 / 6.3
met4: 0 / 2.115 / 1.4
met5: - / 0 / 0
No activity file was given, so power comes from the tool's default toggle rates.

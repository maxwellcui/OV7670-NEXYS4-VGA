[flow/config.mk]
export PLATFORM = sky130hd
export DESIGN_NAME = ov7670_capture_verilog
export DESIGN_NICKNAME = ov7670_capture_verilog
export VERILOG_FILES = /design/flow/design.v
export SDC_FILE = /design/flow/constraint.sdc
export NUM_CORES = 4
export LEC_CHECK = 1
export CORE_UTILIZATION = 30
[flow/constraint.sdc]
current_design ov7670_capture_verilog

set clk_period 2.7
set clk_io_pct 0.2

create_clock -name clk0 -period $clk_period [get_ports {pclk}]

set non_clock_inputs [all_inputs -no_clocks]
set_input_delay [expr $clk_period * $clk_io_pct] -clock clk0 $non_clock_inputs
set_output_delay [expr $clk_period * $clk_io_pct] -clock clk0 [all_outputs]
[flow/design.v]
`timescale 1ns / 1ps
module ov7670_capture_verilog(input pclk,
                              input vsync,
                              input href,
                              input [7:0] d,
                              output [18:0] addr,
                              output [11:0] dout,
                              output we);
    reg [15:0] d_latch = {16{1'b0}};
    reg [18:0] address = {19{1'b0}};
    reg [18:0] address_next = {19{1'b0}};
    reg [1:0] wr_hold = {2{1'b0}};
    reg [11:0] dout_temp;
    reg we_temp;
    assign addr = address;
    assign dout = dout_temp;
    assign we = we_temp;
    always@ (posedge pclk)
        begin
            if(vsync == 1)
                begin
                    address <= {19{1'b0}};
                    address_next <= {19{1'b0}};
                    wr_hold <= {2{1'b0}};
                end
            else
                begin
                    dout_temp <= {d_latch[15:12],d_latch[10:7],d_latch[4:1]};
                    address <= address_next;
                    we_temp <= wr_hold[1];
                    wr_hold <= {wr_hold[0], (href && !wr_hold[0])};
                    d_latch <= {d_latch [7:0], d};
                    if(wr_hold[1] == 1)
                        begin
                            address_next <= address_next+1;
                        end
                end
        end
endmodule
[flow/run.sh]
#!/bin/bash
# OpenROAD 26Q1-2900-gdf79404cd8, Yosys 0.63+post, stock flow scripts
make -C /OpenROAD-flow-scripts/flow DESIGN_CONFIG=/design/flow/config.mk WORK_HOME=/design/flow/orfs finish
==> job_summary.md <==
## PnR job results

| Metric | Value |
|---|---|
| Post-synth EDFFs | 28 |
| Yosys cell types | 32 |
| DP HPWL | 2300 microns |
| Total grt overflow | 0 |
| Crit share post-route | 68.4% |
| Cts bufs inserted | 9 |
| Hold Slack | 0.419 ns |
| Final setup margin | 0.853 ns |
| Die H | 88.9 microns |
| DR vias | 1330 |
| Initial antenna violation count | 0 |
| Max Cap Viol | 0 |
| Number of remaining DRC errors | 0 |
| Ant diodes | 0 |
| Peak VDD IR | 0.276 mV |
| Hold Crit Class | flip-flop to flip-flop |
| Fraction of registers with async set/reset | 0% |
| Drt initial violations | 53 |
| CTS Root Cell | clkbuf_8 |
| Clock Path Buffers | 2 |
| Power Density | 732 nW/um^2 |
| H-tree depth | 3 |
| Max FO, Critical Path | 9 |
| Setup TNS | 0 ns |
| Post-CTS Setup Repair Bufs | 0 |
| Overall global routing resource usage | 9.69% |
| Synth Flop Type | dfxtp_1 |
| Crit path launch type | flip-flop |
| Setup-failing EPs final | 0 |
| CP required | 2.96 ns |
| Clock latency (worst-skew pair) | 0.33 ns |
| OpenROAD warning count | 25 |
| CP Class | flip-flop to flip-flop |
| Worst slack at placement | 0.716 ns |
| Avg Inst Size Synth | 13.4 sq um |
| I/O Pins | 43 |
| RSZ-0062 raised after global routing | no |
| CP endpoint kind | flip-flop |
| Cells resized by post-CTS repair | 0 |
| Ys cells | 169 |
| Clk pin slew, worst setup/hold paths | 0.07 ns |
| Placeable Area | 7290 sq um |
| Post-synthesis cell area | 2270 sq um |
| Routed WL | 3550 microns |
| Status | complete, no violations |
| Area delta synth->final | 34.8% |
| Starting density of the core | 31.1% |
| Die area | 7900 sq um |
| Port bufs | 42 |
| DR vias/cell | 4.14 |
| First-pass GRT wire length | 5640 microns |
| CTS tree | built |
| Yosys stat chip area | 2270 sq um |
| Detailed Routing Iterations Pass 1 | 4 |
| Lkg Pwr | 0.00105 uW |
| Core Rows | 31 |
| Drt wl/cell | 11.0 microns |
| Max Clk Rate | 541 MHz |
| Slew Viols, Final | 0 |
| Final hold vios | 0 |
| Post-DRT Antenna Nets | 0 |
| Number of global-route vias before repair | 1233 |
| Post-layout minimum cycle time | 1.85 ns |
| Crit path DAT | 2.11 ns |
| Final Util | 41.9% |
| Clk_skew | 0.00659 ns |
| Slew @ Worst Pin | 0.533 ns |
| Synth Seq Share | 72.4% |
| CTS sink cnt | 68 |
| Flop-to-flop setup slack | 0.85 ns |
| Largest net degree at the start of global routing | 33 |
| Die X | 88.9 microns |
| Yosys reg bits | 68 |
| Post-Syn Instances | 169 |
| Max_slew headroom | 64.4% |
| Cts hold-fix bufs | 0 |
| Ratio of cells with drive above 1 in the final layout | 9.46% |
| Final GP Congestion | 0.815 |
| Ys Warns | 1 |
-- layer usage --
| metal | vias up | part of all wire [%] | global-route usage (%) |
|---|---|---|---|
| met5 | - | 0 | 0 |
| met1 | 594 | 43 | 13.0 |
| met3 | 6 | 8.8 | 3.84 |
| li1 | 689 | - | - |
| met2 | 41 | 47 | 15.1 |
| met4 | 0 | 1.7 | 2.64 |
-- synth_stat cells, types with 2 or more instances --
library cell / instances / area [sq um]
dfxtp_1: 40 / 801
edfxtp_1: 28 / 841
nor2_1: 18 / 67.6
nor2b_1: 16 / 100
xnor2_1: 8 / 70.1
nand3_1: 6 / 30.0
xor2_1: 5 / 43.8
a21oi_1: 4 / 20.0
nand2_1: 4 / 15.0
nand4_1: 4 / 25.0
nor4_1: 4 / 25.0
clkbuf_1: 3 / 11.3
o31ai_1: 3 / 22.5
or4_1: 3 / 22.5
and3_1: 2 / 12.5
buf_2: 2 / 10.0
inv_1: 2 / 7.51
nor3_1: 2 / 10.0
or3_1: 2 / 12.5
-- sequential cells by signal, indices dropped and copies added (netlist names) --
signal,flops
address,19
address_next,19
d_latch,15
dout_temp,12
we_temp,1
wr_hold,2
-- critical path, cell delays in order, from the launching register on --
cell and delay, ns:
dfxtp_1 0.43, nand3_1 0.32, or2_1 0.36, or4_1 0.51, a21oi_1 0.15
-- cells by family (layout without fill, tap and decap cells) --
logic type      count (synthesis)  after routing  synth area share, %
xor+xnor                       13             13                 5.02
buf+inv                        10             63                 2.37
compound gates                  8              8                 2.10
fa+ha+maj                       1              1                0.552
flops                          68             68                 72.4
simple gates                   67             67                 16.6
mux                             2              2                0.939
-- metrics by stage --
step                      cell area, sq um  cells  power [uW]
after floorplan                       2270    169        1150
final                                 3060    321        2240
after global placement                2790    305        1200
after global routing                  3060    321        2320
after CTS                             3060    321        2270
after detailed placement              2790    305        1200
-- path summary, 6_finish.rpt --
check	start	cells past startpoint	to
hold reg to reg	wr_hold[0]	1	wr_hold[0]
setup / recovery	address_next[2]	4	address_next[17]
setup reg to reg	address_next[2]	4	address_next[17]
hold / removal	wr_hold[0]	1	wr_hold[0]
-- layout make-up --
type	count	area [sq um]
fill	688	4240
sequential	68	1640
multi-input combinational	91	571
timing repair buffer	43	428
clock inverter	7	139
clock buffer	9	124
tap	99	124
inverter	4	28.8
-- placed cells by master, fill, tap and decap left out, drive strengths merged --
cell,Yosys,final
and3,2,2
mux2i,1,1
nor4,4,4
clkinv,0,3
nor3,2,2
buf,3,1
a21oi,4,4
nor3b,1,1
xnor2,8,8
mux2,1,1
and4,1,1
nor2,18,18
inv,3,3
o31ai,3,3
nor2b,17,17
o21ai,1,1
nand2,4,4
or4,3,3
dfxtp,40,40
nand4,4,4
clkdlybuf4s50,0,42
ha,1,1
nand3,6,6
nor4b,1,1
or3,2,2
edfxtp,28,28
or3b,1,1
bufinv,1,5
xor2,5,5
clkbuf,3,9
or2,1,1
-- report_power, final --
| part | leakage, uW | internal (uW) | switching, uW | total, uW |
|---|---|---|---|---|
| logic | 0.000317 | 35.7 | 20.7 | 56.4 |
| registers | 0.000597 | 1110 | 10.3 | 1120 |
| clock network | 0.000133 | 705 | 359 | 1060 |
Power and IR drop assume default switching activity.
